==> design/flow/design.v <==
module decoder(W,F);
 input [3:0]W;
 output [0:15]F;
 wire [3:0]X;
 assign X[2:0] = W[2:0];
 assign X[3] = ~W[3];
 decoder38 a(W[2:0],F[0:7],X[3]);
 decoder38 b(W[2:0],F[8:15],W[3]);
endmodule
module decoder38(W,X,En);
 input [2:0]W;
 input En;
 output reg [0:7]X;
 always@(W)
 begin
 if(En==1)
    case(W)
    0:X=8'b10000000;
    1:X=8'b01000000;
    2:X=8'b00100000;
    3:X=8'b00010000;
    4:X=8'b00001000;
    5:X=8'b00000100;
    6:X=8'b00000010;
    7:X=8'b00000001;
    endcase
  else
  X=0;
   end
endmodule
==> design/flow/run.sh <==
#!/bin/bash
# OpenROAD 26Q1-2900-gdf79404cd8, Yosys 0.63+post, stock flow scripts
make -C /OpenROAD-flow-scripts/flow DESIGN_CONFIG=/design/flow/config.mk WORK_HOME=/design/flow/orfs finish
==> design/flow/config.mk <==
export PLATFORM = sky130hd
export DESIGN_NAME = decoder
export DESIGN_NICKNAME = decoder
export VERILOG_FILES = /design/flow/design.v
export SDC_FILE = /design/flow/constraint.sdc
export NUM_CORES = 4
export LEC_CHECK = 1
export CORE_AREA = 10 10 70 70
export DIE_AREA = 0 0 80 80
==> design/flow/constraint.sdc <==
current_design decoder

set clk_period 1.0
set clk_io_pct 0.2

create_clock -name clk0 -period $clk_period

set non_clock_inputs [all_inputs -no_clocks]
set_input_delay [expr $clk_period * $clk_io_pct] -clock clk0 $non_clock_inputs
set_output_delay [expr $clk_period * $clk_io_pct] -clock clk0 [all_outputs]
==> results.sh <==
# implementation run metrics
export IMPL_drive_above_1_share_pct=91.1
export IMPL_antenna_found_initial=0
export IMPL_fillCellCount=366
export IMPL_max_slew_worst_pin_slew_ps=209
export IMPL_hpwl_dp_microns=677
export IMPL_area_of_the_mapped_netlist_sq_um=226
export IMPL_crit_path_start_kind="input pin"
export IMPL_synth_seq_share_pct=0
export IMPL_grt_start_max_net_pins=9
export IMPL_top_area_share_pct=33.1
export IMPL_startpoint="W[2]"
export IMPL_core_area_sq_mm=0.00342
export IMPL_class_of_the_worst_hold_path="in -> out"
export IMPL_globalRoute_totalOverflow=0
export IMPL_final_hold_violation_count=0
export IMPL_worst_setup_path_type="in -> out"
export IMPL_place_detailed_instances=86
export IMPL_yosysChipArea_sq_um=226
export IMPL_max_cap_viol=0
export IMPL_final_slew_viol_count=0
export IMPL_detail_route_drc_violations=0
export IMPL_finalCoreUtilization_pct=19.2
export IMPL_grt_pass1_vias=344
export IMPL_vias_per_cell=3.53
export IMPL_rsz0062_at_grt="yes"
export IMPL_die_width_microns=80
export IMPL_number_of_non_filler_instances_in_the_completed_layout=102
export IMPL_std_cell_rows=21
export IMPL_wl_per_cell_microns=14.4
export IMPL_die_height_microns=80
export IMPL_warnings=34
export IMPL_synth_area_per_cell_sq_um=11.3
export IMPL_yosys_area_top_type="and4bb_2"
export IMPL_grt_pass1_wl_mm=2.12
export IMPL_ioPinCount=20
export IMPL_gp_congestion=0.712
export IMPL_worst_ep_arrival_time_ps=990
export IMPL_violations_in_the_final_reports="setup timing"
export IMPL_detailedRoute_firstPassIterationCount=2
export IMPL_initial_utilization_pct=6.63
export IMPL_worst_slew_margin_rel_pct=86.1
export IMPL_design_die_area_sq_mm=0.00640
export IMPL_gr_usage_all_layers_pct=4.04
export IMPL_power_per_cell_area_mw_per_mm2=336
export IMPL_p_leak_nw=0.318
export IMPL_setup_viol_count_final=16
export IMPL_timing_final_crit_period_ps=1190
export IMPL_syn_to_final_growth_pct=190
export IMPL_port_buffer_count=20
export IMPL_count_of_routing_violations_after_the_opening_detailed_route_iteration=12
export IMPL_crit_end="F[1]"
export IMPL_power_ir_vdd_worst_uv=101
export IMPL_period_used_pct=119
export IMPL_synth_warnings=1
export IMPL_netlist_cell_type_count=6
export IMPL_crit_path_max_fanout=5
export IMPL_detailroute_via_count=360
export IMPL_n_clock_buffer=0
export IMPL_antenna_violating_nets_post_route=0
export IMPL_status="complete, but fails checks"
export IMPL_max_freq_mhz=842
export IMPL_netlist_instances=20
export IMPL_final_seq_area_sq_um=0
export IMPL_worst_slack_ps=-188
export IMPL_setup_worst_path_end_class="output pin"
export IMPL_wirelength_mm=1.47
export IMPL_required_worst_endpoint_ps=800
export IMPL_synth_cells_yosys=20
export IMPL_flops=0
export IMPL_antenna_cells_inserted=0
export IMPL_post_synth_main_area_contributors="and4bb_2 (33%), nor4b_2 (27%), and4b_1 (18%)"
timing repair:
action,CTS,global route
hold buffers,0,0
gates cloned,4,0
gates resized,87,7
endpoints found under the setup margin,16,16
buffers inserted,12,1
pin swaps,13,9
Yosys cell counts:
library cell  n
nor4b_2       4
nor4_2        1
and4b_1       4
buf_4         4
and4_1        1
and4bb_2      6
kinds of logic (layout without fill, tap and decap cells):
| family | count (synthesis) | in the layout | share of synthesized area, % |
|---|---|---|---|
| buffers and inverters | 4 | 40 | 13.3 |
| AND/OR/NAND/NOR | 16 | 16 | 86.7 |
metrics by stage:
stage	cell area, sq um	total power [mW]	setup TNS [ps]	hold WS [ps]	setup WS (ps)
2_1_floorplan	226	0.0509	0	541	250
3_3_place_gp	497	0.123	-12040	1500	-775
3_5_place_dp	497	0.124	-12070	1510	-788
4_1_cts	614	0.196	-1370	732	-200
5_1_grt	657	0.234	-2040	765	-239
6_report	657	0.221	-1550	747	-188
how the worst min path moves through the flow:
stage | from | endpoint | depth (start not counted)
CTS | W[3] | F[1] | 4
global route | W[1] | F[4] | 4
finish | W[3] | F[1] | 4
per-layer routing:
metal,vias up,track usage (%),share of wire (%)
met5,-,0,0
met3,2,2.05,11
met2,23,5.30,39
met4,0,0,1.4
li1,162,-,-
met1,173,6.00,48
layout make-up:
| class | count | area [sq um] | area share [%] |
|---|---|---|---|
| Timing Repair Buffer | 40 | 368 | 56.0 |
| Multi-Input combinational cell | 16 | 231 | 35.2 |
| Tap cell | 46 | 57.6 | 8.76 |
layout by cell type (no fill, tap or decap), drive strengths merged:
master	instances
buf	40
and4	1
nor4b	4
nor4	1
and4bb	6
and4b	4
power by group:
part	switching, mW	internal, mW	total, mW	leakage, nW
Sequential	0	0	0	0
Clock	0	0	0	0
Combinational	0.0821	0.139	0.221	0.318
Total	0.0821	0.139	0.221	0.318
critical path, stage by stage:
cell     delay (ps)
buf_8           100
buf_6           110
buf_6           120
buf_6           110
nor4b_4         220
buf_2           130
No activity file was given, so power comes from the tool's default toggle rates.
