==> flow/design.v <==
module bcd(Clock, Clear, E, L,R, BCD1,BCD0);
	input Clock, Clear, E, L;
	input [3:0]R;
	output[3:0]BCD0;
	output reg [3:0]BCD1;
	upcount D0(.R(R),.Clock(Clock),.E(E),.L(L),.Q(BCD0));
	always@(posedge Clock)
			begin
			if(BCD0==4'b1001)
			begin
				BCD1<=BCD1+1;
				if(BCD1==4'b1001)
				begin
				BCD1<=0;
				end
			end
	end
endmodule
module upcount(R,Clock,E,L,Q);
	parameter n=4;
	input [(n-1):0]R;
	input Clock,L,E;
	output reg [(n-1):0]Q;
	always @(posedge Clock)
	 if(Q==4'b1001)
	  Q<=0;
	 else if(E)
	  Q<=Q+1;
endmodule
==> flow/run.sh <==
#!/bin/bash
# OpenROAD 26Q1-2900-gdf79404cd8, Yosys 0.63+post, stock flow scripts
make -C /OpenROAD-flow-scripts/flow DESIGN_CONFIG=/design/flow/config.mk WORK_HOME=/design/flow/orfs finish
==> flow/config.mk <==
export PLATFORM = sky130hd
export DESIGN_NAME = bcd
export DESIGN_NICKNAME = bcd
export VERILOG_FILES = /design/flow/design.v
export SDC_FILE = /design/flow/constraint.sdc
export NUM_CORES = 4
export LEC_CHECK = 1
export CORE_AREA = 10 10 70 70
export DIE_AREA = 0 0 80 80
==> flow/constraint.sdc <==
current_design bcd

set clk_period 2.3
set clk_io_pct 0.2

create_clock -name clk0 -period $clk_period [get_ports {Clock}]

set non_clock_inputs [all_inputs -no_clocks]
set_input_delay [expr $clk_period * $clk_io_pct] -clock clk0 $non_clock_inputs
set_output_delay [expr $clk_period * $clk_io_pct] -clock clk0 [all_outputs]
==> COMMIT_EDITMSG <==
Log flow metrics for this revision

* CP peak stage delay: 510 ps
- Total setup violations reported at the end of the flow: 0
- Non-Filler Instances: 98
- TritonRoute output was used to compute an average wire per cell of 7.51 um.
- Grouping stages by cell kind, the critical path spends the most delay in buffers and inverters.
- The first detailed-routing pass took 2 iterations.
* Result of the run: completed
- Together, buffers and inverters on the worst path number 1.
- Setup clock skew after layout: 0.973 ps
- For this run the aggregate overflow at the end of global routing stands at 0.
- Fraction of power spent switching nets: 0.290
* CTS tree: yes
* Final worst path period share: 0.713
- The synthesized netlist occupies a cell area of 382 um^2.
- Least-Margin Pin Slew: 284 ps
- Via count: 308
- Starting utilization of the core area: 0.112
- Per the OpenROAD power report, switching power amounts to 0.000151 W.
- Met3 usage in global routing: 0.0318
- Internal power component: 0.000369 W
* Chip width: 80 um
- Routed vias/inst: 3.14
* Most numerous logic cell after layout: clkdlybuf4s50_1
- The share of total power dissipated in combinational logic is 0.314.
- Fin util: 0.163
- FP Rows: 21
* Synth-to-Final Area Change: 45.6%
- Clock network fraction of design power: 0.214
- Worst-Skew Late Latency: 250 ps
- CTS H-Tree Depth: 1
- Per STA, the worst path is made up of clkdlybuf4s50_1.
* Chip area line of the yosys report: 382 um^2
- Worst hold-check path type: register to register
* Post-CTS repair timing setup buffer count: 0
* Flops after synth: 8
* Antenna violations before repair: 0
* Port buffer count: 9
- The tree built by TritonCTS fans out to 8 sinks.
* Setup TNS: 0 ps
- Busiest metal layer after global routing: met3
- Largest fanout on the critical path: 5
- Number of cells in the yosys synthesis report: 39
- Cells after synthesis: 39
- Entering global routing, the biggest net connects 7 pins.
- Max frequency: 0.610 GHz
- Remaining routing DRC violations: 0
- Summed over all layers, the routed wires come to 736 um.
* Instance count after placement with tap cells included: 94
* Post_cts resized: 0
- The critical path is of the register to output pin type.
- Per the CTS log, the root buffer master is clkbuf_4.
- Syn avg cell area: 9.79 um^2
- The leakage component of the power was reported as 0.207 nW.
* Maximum Capacitance Violations: 0
* Number of DRC markers after the initial detailed-route iteration: 6
- GR Layer Usage met1: 0.0251
- Per the synthesis report, the number of distinct cell types is 14.
* Global-route usage over all layers: 0.0236
* Total tool warning count: 33
* Global-route wire length before repair: 1190 um
- Total antenna diodes in the routed design: 0
* Type of element launching the critical path: register
- After floorplanning, the die was sized to cover 6400 um^2.
- At the end of routability-driven placement, the weighted congestion stood at 0.713.
* Worst endpoint required time: 1840 ps
* Critical path capture point type: output pin
* Number of global-route vias before repair: 302
- CP max-delay cell: clkdlybuf4s50_1
- Note, the detailed placer reported a final HPWL of 595 um.
- Per the OpenROAD floorplan log, the area of the core is 3420 um^2.
- Nets still carrying antenna violations after routing amount to 0.
* Yosys Warn Count: 2
- In this run the count of I/O pins placed on the die edge is 16.
- The data arrival time reported for the critical path is 1180 ps.
- In the post-route analysis, the smallest setup slack over all paths is 661 ps.
- Clock-pin slew was measured on the worst setup and hold paths at 50 ps.
- OpenSTA, run right after detailed placement, puts the worst setup slack at 826 ps.
- The layout summary lists the proportion of cells stronger than drive strength 1 as 0.0769.
- Of the synthesized area, sequential elements account for 0.525.
* Number of endpoints with negative hold slack in the final report: 0
* Time the final worst path needs with I/O delays and setup: 1640 ps
- Met2 Resource Use GR: 0.0281
- In this run the deepest clock path goes through 2 buffers.
- Cts bufs inserted: 3
- Max-slew check failures listed in the final report amount to 0.
- Per the cell usage report, the commonest logic cells after layout are 9 x clkdlybuf4s50_1, 5 x nor2_1, 5 x nand3_1.
- Per the slew report, the remaining headroom to the max-slew limit stands at 0.811.
- Die boundary height: 80 um
- The analysis reports a worst IR drop on VDD of 406 uV.
* Power density over the cells: 937 nW/um^2
* Post-CTS Hold Buffers: 0
- The share of total power dissipated in sequential elements is 0.471.
- RSZ-0062 raised after global routing: false
logic make-up after synthesis:
logic type                 count (synthesis)  share of synthesized area
AOI/OAI and AO/OA                          5                     0.0721
adders and majority gates                  4                      0.131
and+or+nand+nor                           18                      0.220
buffers and inverters                      3                     0.0295
DFF                                        8                      0.525
xor gates and xnor gates                   1                     0.0230
cell usage after synthesis:
cell type / number / area share
a211oi_1: 1 / 0.020
o21ai_0: 3 / 0.039
nand2b_1: 2 / 0.033
dfxtp_1: 4 / 0.21
xnor2_1: 1 / 0.023
edfxtp_1: 4 / 0.31
ha_1: 4 / 0.13
nand4_1: 1 / 0.016
o21ai_1: 1 / 0.013
nor2_1: 5 / 0.049
nor2_2: 1 / 0.016
inv_1: 3 / 0.030
nand3_1: 5 / 0.066
nand2_1: 4 / 0.039
area by class of cell:
class / instances / area (um^2)
Clock buffer: 4 / 26.3
Fill cell: 393 / 2860
Inverter: 3 / 11.3
Multi-Input combinational cell: 28 / 170
Sequential cell: 8 / 200
Tap cell: 46 / 57.6
Timing Repair Buffer: 9 / 90.1
metrics by stage:
step	power [W]	instance area [um^2]	hold WS [ps]
global placement	0.000409	529	467
detailed placement	0.000414	529	477
floorplan	0.000313	382	433
global route	0.000573	556	530
CTS	0.000532	556	487
finish	0.000520	556	484
layer usage:
| layer | part of all wire | wire [um] | up-vias |
|---|---|---|---|
| met5 | 0 | 0 | - |
| met1 | 0.50 | 365 | 134 |
| met3 | 0.19 | 140 | 0 |
| li1 | - | - | 161 |
| met2 | 0.31 | 231 | 13 |
| met4 | 0 | 0 | 0 |
path summary, 6_finish.rpt:
path	slack [ps]	from	end	cells after the start
worst max-delay path	660	D0.Q[0]	BCD0[0]	1
worst min-delay path	480	D0.Q[3]	D0.Q[3]	1
worst max register to register	1010	D0.Q[0]	BCD1[1]	3
worst min register to register	480	D0.Q[3]	D0.Q[3]	1
flip-flops by register name, indices dropped and copies added, names as in the netlist:
name  cells
D0.Q      4
BCD1      4
power by group through the flow:
stage / registers [W] / logic (W) / clock network (W)
6_report: 0.000245 / 0.000164 / 0.000112
5_1_grt: 0.000255 / 0.000190 / 0.000127
4_1_cts: 0.000247 / 0.000169 / 0.000116
Power figures rest on the tool's default switching activity, not on a simulated workload.
