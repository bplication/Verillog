===== design/flow/config.mk =====
export PLATFORM = sky130hd
export DESIGN_NAME = binarycounter
export DESIGN_NICKNAME = binarycounter
export VERILOG_FILES = /design/flow/design.v
export SDC_FILE = /design/flow/constraint.sdc
export NUM_CORES = 4
export LEC_CHECK = 1
export CORE_AREA = 10 10 82 82
export DIE_AREA = 0 0 92 92

===== design/flow/constraint.sdc =====
current_design binarycounter

set clk_period 4.9
set clk_io_pct 0.2

create_clock -name clk0 -period $clk_period [get_ports {Clock}]

set non_clock_inputs [all_inputs -no_clocks]
set_input_delay [expr $clk_period * $clk_io_pct] -clock clk0 $non_clock_inputs
set_output_delay [expr $clk_period * $clk_io_pct] -clock clk0 [all_outputs]

===== design/flow/design.v =====
module binarycounter(R,Clock,L,E,up_down,Q);
	parameter n = 8;
	input [(n-1):0]R;
	input Clock, L, E,up_down;
	output reg[(n-1):0]Q;
	always@(posedge Clock)
	 if(L)
	  Q<=R;
	 else if(E)
	  Q<=Q+(up_down?1:-1);
endmodule

===== design/flow/run.sh =====
#!/bin/bash
# OpenROAD 26Q1-2900-gdf79404cd8, Yosys 0.63+post, stock flow scripts
make -C /OpenROAD-flow-scripts/flow DESIGN_CONFIG=/design/flow/config.mk WORK_HOME=/design/flow/orfs finish

==> flow_metrics.rpt <==
PHYSICAL IMPLEMENTATION REPORT
----------------------------------------------------
[Global routing]
  GRT Residual Overflow ........................ 0
  Via count of the first global-routing pass ........................ 630
  Global-route total usage across every layer ........................ between 4 and 5%
  Wire length of the first global-routing pass ........................ roughly 3.2 mm
  Antenna violations before repair ........................ 0
  Pin count of the biggest net entering global routing ........................ 19

[Cells and area]
  Number of flip-flops under the largest register name ........................ 8
  Fraction of final layout cells sized beyond drive strength 1 ........................ under 10%
  Signed area change from the synthesized netlist to the final layout ........................ 45.3%
  Final non-filler cell total ........................ between 150 and 200
  Register with the most flip-flops ........................ Q
  Largest registers in the final layout ........................ Q: 8 flops

[Floorplanning]
  Count of pins on the block boundary ........................ 20
  Starting utilization of the core area ........................ between 10% and 20%
  DIE WIDTH ........................ 92 um
  Core Region ........................ a little over 5000 um2
  Std cell rows ........................ 26
  Overall chip area ........................ 8460 um2
  Die height ........................ slightly above 90 um

[Synth]
  Post-synthesis register bit count ........................ 8
  Mean instance size in the synthesized netlist ........................ just over 10 um2
  Mapped cell area ........................ about 700 um2
  Sequential share of the synthesized area ........................ about a third
  Yosys warning total ........................ 1
  Number of standard cells reported by yosys ........................ 68
  Tally of unique sky130hd cells used after synthesis ........................ 35
  Top cell area share ........................ a little over a third
  Number of standard cells after synthesis ........................ 68
  Top post-synthesis cells by area ........................ edfxtp_1, ha_1, a211oi_1
  Cell accounting for the most synthesized area ........................ edfxtp_1
  Chip area line of the yosys report ........................ 684 um2

[Setup path]
  Critical path class ........................ in -> reg
  Reg2Reg Depth ........................ 5
  Critical path startpoint category ........................ input port
  Crit path max fanout ........................ 7
  Category of the worst setup path capture point ........................ register
  Required time of the critical path ........................ roughly 4.9 ns
  RR Startpoint ........................ Q[0]
  Arrival time of the worst setup path ........................ around 2.7 ns
  Worst r2r dst ........................ Q[6]
  Flop-to-flop setup slack ........................ 2.99 ns

[Placement]
  IO buf count ........................ 19
  Detailed Place HPWL ........................ ~1.5 mm
  Pre-CTS setup slack ........................ roughly 1.9 ns
  Global placer's final weighted congestion ........................ ~0.84
  Placed Instances ........................ approximately 160

[Min path]
  Endpoint, Worst Hold ........................ Q[0]
  Type of the tightest min-delay check ........................ reg -> reg
  Hold Path Stages ........................ 1
  Startpoint of the worst hold path ........................ Q[0]

[Clock tree]
  Clock transition at path regs ........................ 0.04 ns
  PostCTS Resize Cnt ........................ 0
  Setup repair bufs after CTS ........................ 0
  Total clock buffers created by CTS ........................ 3
  Latency at later pin ........................ between 0.2 and 0.25 ns
  H-tree levels ........................ 1
  CTS tree ........................ yes
  Count of hold-fix buffers inserted at cts ........................ 0
  CTS sink count ........................ 8
  Largest buffer count on any clock path ........................ 2
  Cell chosen for the clock root ........................ clkbuf_8

[Route]
  Via count ........................ a little over 600
  Detail-routed via count per cell ........................ approximately 3.8
  Diodes inserted ........................ 0
  Number of search-and-repair iterations in the first detailed-routing pass ........................ 4
  Total wire length after detailed routing ........................ roughly 1.9 mm
  Detail Route Antenna Nets ........................ 0
  Detailed-route DRC error count ........................ 0
  Initial drt markers ........................ between 80 and 90
  Routed wirelength normalized by instance count ........................ 12.2 um

[Power]
  Static Leakage ........................ 0.000342 uW
  Peak supply drop ........................ ~0.10 mV
  Areal power density over the cells ........................ 334 nW/um2

[STA]
  Period utilization ........................ between 50% and 60%
  Final Max-Slew Violation Tally ........................ 0
  Fmax ........................ roughly 360 MHz
  RSZ-0062 raised after global routing ........................ false
  Setup violation total in the final timing report ........................ 0
  Crit path setup slack, layout ........................ 2.12 ns
  Setup tns final ........................ 0 ns
  Final Hold Vio Count ........................ 0
  Worst Clk Skew ........................ 0.000918 ns
  Tightest hold margin ........................ between 0.7 and 0.8 ns
  Worst slew slack as a fraction of its limit ........................ between 50% and 60%
  Pin slew with the least headroom to its limit ........................ roughly 0.64 ns
  Final critical-path required period ........................ around 2.8 ns

[Run]
  Max_cap viols ........................ 0
  Tool warnings ........................ 25

[Run status]
  Status ........................ finished, final reports clean

----------------------------------------------------
per-layer routing:
metal | GRT usage [%] | vias up | part of all wire [%]
met5 | 0 | - | 0
met4 | 0.257 | 0 | 0.52
met3 | 2.39 | 2 | 7.8
met2 | 7.29 | 13 | 46
met1 | 5.81 | 278 | 46
li1 | - | 312 | -
cells in the final DEF, fill, tap and decap left out, drive strengths merged, types with 2 or more instances in the layout:
master and instances:
clkdlybuf4s50 19, edfxtp 8, o21ai 8, nand2 7
ha 6, a211oi 5, inv 3, clkbuf 3
o21bai 2, nor2 2, nand4b 2, a21o 2
xnor2 2, or2 2
power breakdown:
| part | internal (uW) | total, uW | switching [uW] |
|---|---|---|---|
| Combinational | 80.9 | 147 | 65.9 |
| Clock | 53.2 | 79.3 | 26.1 |
| Sequential | 95.0 | 106 | 10.8 |
per-stage QoR:
stage / utilization, % / cell area, um2 / total power [uW]
floorplan: - / 684 / 196
global placement: 18.8 / 953 / 255
detailed placement: 18.8 / 953 / 255
CTS: 19.6 / 995 / 337
global route: 19.6 / 995 / 362
finish: 19.6 / 995 / 332
critical path: stages:
cell and delay [ns]:
clkdlybuf4s50_1 0.49, inv_1 0.15, fa_1 0.46, a211oi_1 0.30, o21bai_1 0.15, nand4b_1 0.11
o211ai_1 0.09
how the worst max path moves through the flow:
stage       start    to  slack (ns)  depth (start not counted)
4_1_cts   up_down  Q[6]        2.12                          7
6_report  up_down  Q[6]        2.12                          7
5_1_grt   up_down  Q[6]        1.95                          7
Yosys cell counts:
cell,count
o221a_1,1
xnor2_1,2
edfxtp_1,8
a221oi_1,1
fa_1,1
nand2b_1,1
nand3b_1,1
nand2_1,7
a21o_1,2
or2_1,1
a21oi_1,1
nor4_1,1
a311oi_2,1
nor2b_1,1
a211oi_1,4
mux2_1,1
nand4b_1,2
nor2_1,2
a211oi_2,1
o21bai_1,2
o21ai_0,3
o21ai_2,1
o311ai_1,1
nand3_1,1
nor4b_1,1
o211ai_1,1
nor3_1,1
o31a_1,1
ha_1,6
o311a_1,1
clkbuf_1,1
or2_2,1
inv_1,3
o21ai_1,4
buf_2,1
cells by family (layout without fill, tap and decap cells):
| family | count (synthesis) | after routing | share of synthesized area [%] |
|---|---|---|---|
| xor+xnor | 2 | 2 | 2.56 |
| fa+ha+maj | 7 | 7 | 13.9 |
| simple gates | 20 | 20 | 15.9 |
| buf+inv | 5 | 25 | 2.92 |
| compound gates | 25 | 25 | 28.0 |
| flops | 8 | 8 | 35.1 |
| mux | 1 | 1 | 1.65 |
layout make-up:
| class | count | area, um2 |
|---|---|---|
| Tap cell | 70 | 87.6 |
| Clock buffer | 3 | 41.3 |
| Sequential cell | 8 | 240 |
| Multi-Input combinational cell | 55 | 424 |
| Inverter | 3 | 11.3 |
| Timing Repair Buffer | 19 | 190 |
| Fill cell | 576 | 4080 |
Power figures rest on the tool's default switching activity, not on a simulated workload.
